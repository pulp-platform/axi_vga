## /design/flow/run.sh

```bash
#!/bin/bash
# OpenROAD 26Q1-2900-gdf79404cd8, Yosys 0.63+post, stock flow scripts
make -C /OpenROAD-flow-scripts/flow DESIGN_CONFIG=/design/flow/config.mk WORK_HOME=/design/flow/orfs finish
```

## /design/flow/design.v

```verilog
package axi_vga_reg_pkg;
  parameter int BlockAw = 6;
  typedef struct packed {
    struct packed {
      logic        q;
    } enable;
    struct packed {
      logic        q;
    } hsync_pol;
    struct packed {
      logic        q;
    } vsync_pol;
  } axi_vga_reg2hw_control_reg_t;
  typedef struct packed {
    logic [7:0]  q;
  } axi_vga_reg2hw_clk_div_reg_t;
  typedef struct packed {
    logic [31:0] q;
  } axi_vga_reg2hw_hori_visible_size_reg_t;
  typedef struct packed {
    logic [31:0] q;
  } axi_vga_reg2hw_hori_front_porch_size_reg_t;
  typedef struct packed {
    logic [31:0] q;
  } axi_vga_reg2hw_hori_sync_size_reg_t;
  typedef struct packed {
    logic [31:0] q;
  } axi_vga_reg2hw_hori_back_porch_size_reg_t;
  typedef struct packed {
    logic [31:0] q;
  } axi_vga_reg2hw_vert_visible_size_reg_t;
  typedef struct packed {
    logic [31:0] q;
  } axi_vga_reg2hw_vert_front_porch_size_reg_t;
  typedef struct packed {
    logic [31:0] q;
  } axi_vga_reg2hw_vert_sync_size_reg_t;
  typedef struct packed {
    logic [31:0] q;
  } axi_vga_reg2hw_vert_back_porch_size_reg_t;
  typedef struct packed {
    logic [31:0] q;
  } axi_vga_reg2hw_start_addr_low_reg_t;
  typedef struct packed {
    logic [31:0] q;
  } axi_vga_reg2hw_start_addr_high_reg_t;
  typedef struct packed {
    logic [31:0] q;
  } axi_vga_reg2hw_frame_size_reg_t;
  typedef struct packed {
    logic [7:0]  q;
  } axi_vga_reg2hw_burst_len_reg_t;
  typedef struct packed {
    axi_vga_reg2hw_control_reg_t control;  
    axi_vga_reg2hw_clk_div_reg_t clk_div;  
    axi_vga_reg2hw_hori_visible_size_reg_t hori_visible_size;  
    axi_vga_reg2hw_hori_front_porch_size_reg_t hori_front_porch_size;  
    axi_vga_reg2hw_hori_sync_size_reg_t hori_sync_size;  
    axi_vga_reg2hw_hori_back_porch_size_reg_t hori_back_porch_size;  
    axi_vga_reg2hw_vert_visible_size_reg_t vert_visible_size;  
    axi_vga_reg2hw_vert_front_porch_size_reg_t vert_front_porch_size;  
    axi_vga_reg2hw_vert_sync_size_reg_t vert_sync_size;  
    axi_vga_reg2hw_vert_back_porch_size_reg_t vert_back_porch_size;  
    axi_vga_reg2hw_start_addr_low_reg_t start_addr_low;  
    axi_vga_reg2hw_start_addr_high_reg_t start_addr_high;  
    axi_vga_reg2hw_frame_size_reg_t frame_size;  
    axi_vga_reg2hw_burst_len_reg_t burst_len;  
  } axi_vga_reg2hw_t;
  parameter logic [BlockAw-1:0] AXI_VGA_CONTROL_OFFSET = 6'h 0;
  parameter logic [BlockAw-1:0] AXI_VGA_CLK_DIV_OFFSET = 6'h 4;
  parameter logic [BlockAw-1:0] AXI_VGA_HORI_VISIBLE_SIZE_OFFSET = 6'h 8;
  parameter logic [BlockAw-1:0] AXI_VGA_HORI_FRONT_PORCH_SIZE_OFFSET = 6'h c;
  parameter logic [BlockAw-1:0] AXI_VGA_HORI_SYNC_SIZE_OFFSET = 6'h 10;
  parameter logic [BlockAw-1:0] AXI_VGA_HORI_BACK_PORCH_SIZE_OFFSET = 6'h 14;
  parameter logic [BlockAw-1:0] AXI_VGA_VERT_VISIBLE_SIZE_OFFSET = 6'h 18;
  parameter logic [BlockAw-1:0] AXI_VGA_VERT_FRONT_PORCH_SIZE_OFFSET = 6'h 1c;
  parameter logic [BlockAw-1:0] AXI_VGA_VERT_SYNC_SIZE_OFFSET = 6'h 20;
  parameter logic [BlockAw-1:0] AXI_VGA_VERT_BACK_PORCH_SIZE_OFFSET = 6'h 24;
  parameter logic [BlockAw-1:0] AXI_VGA_START_ADDR_LOW_OFFSET = 6'h 28;
  parameter logic [BlockAw-1:0] AXI_VGA_START_ADDR_HIGH_OFFSET = 6'h 2c;
  parameter logic [BlockAw-1:0] AXI_VGA_FRAME_SIZE_OFFSET = 6'h 30;
  parameter logic [BlockAw-1:0] AXI_VGA_BURST_LEN_OFFSET = 6'h 34;
  typedef enum int {
    AXI_VGA_CONTROL,
    AXI_VGA_CLK_DIV,
    AXI_VGA_HORI_VISIBLE_SIZE,
    AXI_VGA_HORI_FRONT_PORCH_SIZE,
    AXI_VGA_HORI_SYNC_SIZE,
    AXI_VGA_HORI_BACK_PORCH_SIZE,
    AXI_VGA_VERT_VISIBLE_SIZE,
    AXI_VGA_VERT_FRONT_PORCH_SIZE,
    AXI_VGA_VERT_SYNC_SIZE,
    AXI_VGA_VERT_BACK_PORCH_SIZE,
    AXI_VGA_START_ADDR_LOW,
    AXI_VGA_START_ADDR_HIGH,
    AXI_VGA_FRAME_SIZE,
    AXI_VGA_BURST_LEN
  } axi_vga_id_e;
  parameter logic [3:0] AXI_VGA_PERMIT [14] = '{
    4'b 0001,  
    4'b 0001,  
    4'b 1111,  
    4'b 1111,  
    4'b 1111,  
    4'b 1111,  
    4'b 1111,  
    4'b 1111,  
    4'b 1111,  
    4'b 1111,  
    4'b 1111,  
    4'b 1111,  
    4'b 1111,  
    4'b 0001   
  };
endpackage
module axi_vga_timing_fsm #(
  parameter int unsigned RedWidth     = 5,
  parameter int unsigned GreenWidth   = 6,
  parameter int unsigned BlueWidth    = 5,
  parameter int unsigned HCountWidth  = 32,
  parameter int unsigned VCountWidth  = 32
)(
  input logic                     clk_i,
  input logic                     rst_ni,
  input logic                     fsm_en_i,
  input axi_vga_reg_pkg::axi_vga_reg2hw_t reg2hw_i,
  input logic  [RedWidth-1:0]     red_i,
  input logic  [GreenWidth-1:0]   green_i,
  input logic  [BlueWidth-1:0]    blue_i,
  input logic                     valid_i,
  output logic                    ready_o,
  output logic                    hsync_o,
  output logic                    vsync_o,
  output logic [RedWidth-1:0]     red_o,
  output logic [GreenWidth-1:0]   green_o,
  output logic [BlueWidth-1:0]    blue_o
);
  typedef enum logic [1:0] {VISIBLE, FRONT_PORCH, SYNC, BACK_PORCH} axi_vga_state_t;
  logic [HCountWidth-1:0] hcounter_q, hcounter_d;
  logic [VCountWidth-1:0] vcounter_q, vcounter_d;
  axi_vga_state_t hstate_q, hstate_d, vstate_q, vstate_d;
  logic visible;
  logic fsm_en;
  logic [31:0] h_visible_size, h_front_size, h_sync_size, h_back_size;
  logic [31:0] v_visible_size, v_front_size, v_sync_size, v_back_size;
  assign red_o    = (visible & valid_i) ? red_i : 'b0;
  assign green_o  = (visible & valid_i) ? green_i : 'b0;
  assign blue_o   = (visible & valid_i) ? blue_i :'b0;
  assign hsync_o  = reg2hw_i.control.hsync_pol.q ? hstate_q == SYNC : ~(hstate_q == SYNC);
  assign vsync_o  = reg2hw_i.control.vsync_pol.q ? vstate_q == SYNC : ~(vstate_q == SYNC);
  assign visible = (hstate_q == VISIBLE) & (vstate_q == VISIBLE);
  assign ready_o = visible & fsm_en;
  assign fsm_en = reg2hw_i.control.enable.q & fsm_en_i;
  assign h_visible_size = reg2hw_i.hori_visible_size.q;
  assign h_front_size   = reg2hw_i.hori_front_porch_size.q;
  assign h_sync_size    = reg2hw_i.hori_sync_size.q;
  assign h_back_size    = reg2hw_i.hori_back_porch_size.q;
  assign v_visible_size = reg2hw_i.vert_visible_size.q;
  assign v_front_size   = reg2hw_i.vert_front_porch_size.q;
  assign v_sync_size    = reg2hw_i.vert_sync_size.q;
  assign v_back_size    = reg2hw_i.vert_back_porch_size.q;
  always_comb begin
    hcounter_d  = hcounter_q;
    hstate_d    = hstate_q;
    if (fsm_en) begin
      hcounter_d  = hcounter_q - 1;
      unique case (hstate_q)
        VISIBLE: begin
          if (hcounter_q == 1) begin
            hcounter_d = h_front_size;
            hstate_d = FRONT_PORCH;
          end
        end
        FRONT_PORCH: begin
          if (hcounter_q == 1) begin
            hcounter_d = h_sync_size;
            hstate_d = SYNC;
          end
        end
        SYNC: begin
          if (hcounter_q == 1) begin
            hcounter_d = h_back_size;
            hstate_d = BACK_PORCH;
          end
        end
        BACK_PORCH: begin
          if (hcounter_q == 1) begin
            hcounter_d  = h_visible_size;
            hstate_d    = VISIBLE;
          end
        end
        default: begin
          hstate_d = VISIBLE;
        end
      endcase
    end else if (!reg2hw_i.control.enable.q) begin
      hcounter_d = 1;
      hstate_d   = BACK_PORCH;
    end
  end
  always_comb begin
    vstate_d    = vstate_q;
    vcounter_d  = vcounter_q;
    if (fsm_en && hstate_q == BACK_PORCH && hcounter_q == 1) begin
      vcounter_d  = vcounter_q - 1;
      unique case (vstate_q)
        VISIBLE: begin
          if (vcounter_q == 1) begin
            vcounter_d = v_front_size;
            vstate_d = FRONT_PORCH;
          end
        end
        FRONT_PORCH: begin
          if (vcounter_q == 1) begin
            vcounter_d = v_sync_size;
            vstate_d = SYNC;
          end
        end
        SYNC: begin
          if (vcounter_q == 1) begin
            vcounter_d = v_back_size;
            vstate_d = BACK_PORCH;
          end
        end
        BACK_PORCH: begin
          if (vcounter_q == 1) begin
            vcounter_d  = v_visible_size;
            vstate_d    = VISIBLE;
          end
        end
        default: begin
          vstate_d = VISIBLE;
        end
      endcase
    end else if (!reg2hw_i.control.enable.q) begin
      vcounter_d = 1;
      vstate_d   = BACK_PORCH;
    end
  end
  always_ff @(posedge clk_i, negedge rst_ni) begin
    if(!rst_ni) begin
      hcounter_q  <= 'd1;
      vcounter_q  <= 'd1;
      hstate_q    <= BACK_PORCH;
      vstate_q    <= BACK_PORCH;
    end else begin
      hcounter_q  <= hcounter_d;
      vcounter_q  <= vcounter_d;
      hstate_q    <= hstate_d;
      vstate_q    <= vstate_d;
    end
  end
endmodule
```

## /design/flow/constraint.sdc

```tcl
current_design axi_vga_timing_fsm

set clk_period 8.0
set clk_io_pct 0.2

create_clock -name clk0 -period $clk_period [get_ports {clk_i}]

set non_clock_inputs [all_inputs -no_clocks]
set_input_delay [expr $clk_period * $clk_io_pct] -clock clk0 $non_clock_inputs
set_output_delay [expr $clk_period * $clk_io_pct] -clock clk0 [all_outputs]
```

## /design/flow/config.mk

```make
export PLATFORM = sky130hd
export DESIGN_NAME = axi_vga_timing_fsm
export DESIGN_NICKNAME = axi_vga_timing_fsm
export VERILOG_FILES = /design/flow/design.v
export SDC_FILE = /design/flow/constraint.sdc
export NUM_CORES = 4
export LEC_CHECK = 1
export CORE_AREA = 10 10 187 187
export DIE_AREA = 0 0 197 197
export SYNTH_HDL_FRONTEND = slang
```

==> deck_impl_summary.md <==
Run Summary

Die
  – Core box area: around 0.03 mm²
  – Die Wd: between 150 and 200 µm
  – Init Core Util: about a fifth
  – Top Ports: 410
  – Die Y: ~200 µm
  – Die area: slightly below 0.04 mm²
  – Row count: between 60 and 70

STA
  – Measured slew at the worst slew-check pin: between 800 and 900 ps
  – Final Skew: approximately 10 ps
  – Final setup viols: 0
  – Final Max-Slew Violation Tally: 0
  – Final hold violations: 0
  – Fin crit share: between 60 and 70%
  – RSZ-0062 raised after global routing: no
  – Setup_tns: 0 ps
  – Worst rel slew slack: between 30 and 40%
  – Tmin final: slightly above 5000 ps
  – Achievable Freq: 197 MHz

Setup path
  – CP Cell Sequence: clkdlybuf4s50_1, buf_4, and2_0, and3_1, clkdlybuf4s50_1
  – Family with the most delay on the worst path: buffers and inverters
  – Most numerous cell on the critical path: clkdlybuf4s50_1
  – Buf/Inv on CP: 3
  – Crit Path Max Fanout: 16
  – Slowest stage cell, crit path: clkdlybuf4s50_1
  – Critical path class: input port to output port
  – CP arrival: approximately 3500 ps
  – CP required: approximately 6400 ps
  – Critical Path Max Stage Delay: approximately 480 ps
  – Setup crit start kind: input port
  – Crit end category: output port

Power and ir drop
  – Maximum VDD drop: between 0.0006 and 0.0007 V
  – Psw: between 2 and 3 mW
  – Clock Power Share: 9.4%
  – Switching part of the total: 59.6%
  – Leakage: 3.56 nW
  – Comb pwr share: between 70% and 80%
  – Pint: 1.83 mW
  – Flop pwr share: between 10 and 15%
  – Cell Pwr Density: 468 mW/mm²

Logic synthesis
  – Post-synth cell types: between 60 and 70
  – Xor/xnor share: 0.289%
  – Flip-flops with a built-in enable: 0
  – Synth top cells by count: 117 x nand2_1, 82 x a21oi_1, 68 x dfrtp_1
  – AND-OR/OR-AND Cells, Area Fraction: between 30% and 40%
  – Yosys warnings: 0
  – Dominant combinational family: AND-OR/OR-AND gates
  – Most used flip-flop cell: dfrtp_1
  – Synth Cell Area: about 0.0061 mm²
  – Yosys chip area: a little over 0.006 mm²
  – Top-area cell share: between 20% and 30%
  – Avg Cell Area, Syn: 7.51 µm²
  – Fraction of the mapped netlist area in adder cells: 0.825%
  – Ys cells: slightly above 800
  – And+or+nand+nor area frac: between 20% and 30%
  – Asr flop ratio synth: 100%
  – Mux area share: 0.330%
  – Most numerous cell in the Yosys netlist: nand2_1
  – Top area cell types: dfrtp_1 28%, a222oi_1 11%, nand2_1 7.2%, a21oi_1 6.8%, o21ai_0 5.2%
  – Post-synth seq share: 29.8%
  – #FFs+latches synth: about 72
  – Post-Syn Instances: slightly above 800
  – Post-synth top area cell: dfrtp_1

Clock tree
  – Max clock buf depth: 2
  – CTS hold repair buffers: 0
  – # Post-CTS Setup Buffers: 0
  – Worst skew pair latency: approximately 340 ps
  – Clk slew on worst S/H paths: approximately 60 ps
  – Post-CTS sizing: 0
  – CTS tree: yes
  – Htree depth: 3
  – Cts bufs inserted: 9
  – CTS root buf: clkbuf_16
  – Clk sink count: just over 70

Routing
  – Via count: 7571
  – First-pass iteration count of the detailed router: 5
  – Final wirelength: ~29 mm
  – DRC violations left: 0
  – N_diodes: 0
  – Routed WL per cell: between 15 and 20 µm
  – Post-route ant nets: 0
  – Vias/cell: slightly above 5
  – Violation tally from detailed-route iteration zero: around 630

Global routing
  – Antenna violations before repair: 0
  – Grt total ovfl: 0
  – First-pass GRT wire length: ~43 mm
  – Pin count of the biggest net entering global routing: between 50 and 60
  – Vias in the first global route: approximately 7.6k
  – GRT Resource Usage Total: between 10% and 20%

Layout
  – Layout area overhead: 59.3%
  – Logic area: around 0.004 mm²
  – Fillers: 3195
  – Storage element area: between 0.0015 and 0.002 mm²
  – Final instance area: approximately 0.0097 mm²
  – Fraction of layout cells with a size suffix above 1: a little over 6%

Run
  – Max Cap Viol: 0
  – OpenROAD warning count: between 100 and 150

Place
  – GP Congestion: 0.875
  – Dpl hpwl: 22.0 mm
  – Placed cell areas: ~0.0094 mm²
  – PortBufs: 297

Status
  – Outcome: complete, no violations

Min path
  – Hold Crit Class: register to register
power groups by stage:
stage	sequential (mW)	clock [mW]	combinational [mW]
4_1_cts	0.656	0.430	3.43
5_1_grt	0.677	0.443	3.76
6_report	0.657	0.423	3.44
worst paths after layout:
kind                                startpoint        endpoint  slack (ps)  depth (start not counted)
min in group asynchronous               rst_ni  vcounter_q[19]        1180                          1
worst min-delay path            vcounter_q[27]  vcounter_q[27]         510                          2
worst min register to register  vcounter_q[27]  vcounter_q[27]         510                          2
worst max-delay path             reg2hw_i[370]         ready_o        2930                          5
max in group asynchronous               rst_ni   hcounter_q[4]        5850                          2
worst max register to register  vcounter_q[26]   vcounter_q[5]        5060                          7
worst register-to-register path, cell delays in order, from the launching register on:
cell	delay, ps
dfrtp_1	390
nor4_1	640
nand2_1	230
or4_1	670
buf_4	350
a21oi_1	360
o21ai_1	100
o21ai_1	120
state kept, by name, indices dropped and copies added, names as in the netlist:
register	count
hstate_q	4
hcounter_q	32
vstate_q	4
vcounter_q	32
cell type report:
class / count / share of cell area [%]
multi-input cells: 652 / 40.5
repair buffers: 313 / 31.9
flip-flops and latches: 72 / 18.7
well taps: 396 / 5.13
clock buffers: 11 / 2.62
inverters: 15 / 0.583
clock inverters: 5 / 0.570
cells by family (layout without fill, tap and decap cells):
family | count (synthesis) | in the layout
xor gates and xnor gates | 2 | 2
buffers and inverters | 84 | 344
DFF | 72 | 72
AOI/OAI and AO/OA | 317 | 317
and+or+nand+nor | 327 | 327
adders and majority gates | 4 | 4
muxes | 2 | 2
metrics by stage:
stage	setup slack, ps	total power [mW]	hold slack (ps)	utilization (%)	instances
after floorplan	4210	3.04	455	-	808
after global placement	2890	4.06	479	30.4	1448
after detailed placement	2900	4.07	484	30.4	1448
after CTS	2890	4.51	498	31.4	1464
after global routing	2800	4.88	544	31.4	1464
final	2930	4.52	510	31.4	1464
metal layers:
layer | up-vias | GRT usage (%) | share of wire [%]
li1 | 3653 | - | -
met1 | 3469 | 18.1 | 42
met2 | 427 | 23.1 | 45
met3 | 22 | 4.61 | 11
met5 | - | 0 | 0
met4 | 0 | 2.65 | 2.1
layout by cell type (no fill, tap or decap), drive strengths merged, types with 5 or more instances in the layout:
master,instances
clkdlybuf4s50,295
nand2,117
o21ai,102
a21oi,82
dfrtp,68
a222oi,64
nor2,52
nor3,50
nand3,30
and2,18
buf,18
nor4,18
a31oi,17
inv,15
nand4,13
a211oi,12
clkbuf,11
a21o,7
o41ai,6
and3,6
or3,5
a32oi,5
Power figures rest on the tool's default switching activity, not on a simulated workload.
